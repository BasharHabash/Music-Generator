### flow/run.sh
#!/bin/bash
# OpenROAD 26Q1-2900-gdf79404cd8, Yosys 0.63+post, stock flow scripts
make -C /OpenROAD-flow-scripts/flow DESIGN_CONFIG=/design/flow/config.mk WORK_HOME=/design/flow/orfs finish
### flow/config.mk
export PLATFORM = sky130hd
export DESIGN_NAME = mux8
export DESIGN_NICKNAME = mux8
export VERILOG_FILES = /design/flow/design.v
export SDC_FILE = /design/flow/constraint.sdc
export NUM_CORES = 4
export LEC_CHECK = 1
export CORE_AREA = 10 10 70 70
export DIE_AREA = 0 0 80 80
### flow/constraint.sdc
current_design mux8

set clk_period 2.3
set clk_io_pct 0.2

create_clock -name clk0 -period $clk_period [get_ports {clk}]

set non_clock_inputs [all_inputs -no_clocks]
set_input_delay [expr $clk_period * $clk_io_pct] -clock clk0 $non_clock_inputs
set_output_delay [expr $clk_period * $clk_io_pct] -clock clk0 [all_outputs]
### flow/design.v
module mux8 (S, tone, clk, out); 
input clk;
input [12:0] tone;
input [4:0] S;
output reg out;
always @ (posedge clk)
begin
	if (S[3] == 1'b0)
	begin
		case (S)
	       1: out <= tone[1];
	       2: out <= tone[2];
	       3: out <= tone[3];
	       4: out <= tone[4];
	       5: out <= tone[5];
	       6: out <= tone[6];
	       7: out <= tone[7];
	       default: out <= tone[0];
		endcase  
	end  
end
endmodule
==> results_slide.txt <==
Run Summary

Status
  • Result of the run: complete, no violations

Clock tree
  • Clock-pin slew of the registers on the worst-case setup and hold paths: 0 ps
  • # resized after CTS: 0
  • Buffers inserted by post-CTS timing repair: 0
  • Cts-stage hold buffer count: 0

Yosys
  • Post-synthesis cell count from yosys: 10
  • Sequential cell area fraction in the yosys report: 0.250
  • Avg Inst Size Synth: 12.0 µm²
  • Synthesis area per yosys: 120 µm²
  • Tally of yosys warning messages: 1
  • Unique masters post-synth: 10
  • Syn Std Cell Area: 120 µm²
  • Register bit total from synthesis: 1
  • Instance count of the mapped netlist: 10

Layout
  • FILL cells: 404
  • Layout area overhead: 167%
  • Max reg flops: 1
  • Largest registers ranked by flip-flop count: out: 1 flops
  • Layout cells sized above 1: 0.167
  • Register with the most flip-flops: out

Final timing
  • Unrepaired setup endpoints after global routing: no
  • Pin slew with the least headroom to its limit: 308 ps
  • Total negative slack for setup checks: 0 ps
  • Shortest clock period the worst path allows after layout: 2060 ps
  • Max-slew headroom at the worst pin: 0.795
  • F_max: 0.485 GHz
  • Ratio of final minimum period to clock period: 0.897
  • Final number of setup-violating endpoints: 0
  • Final-report max-slew violation count: 0
  • Final hold vios: 0

Drt
  • Number of antenna-violating nets in the routed design: 0
  • Post-detailed-routing wire length: 657 µm
  • Post-detailed-route via-to-cell ratio: 1.94
  • Via total after detailed routing: 138
  • Detailed-route wire length per cell: 9.25 µm
  • DRC violation total after the first TritonRoute iteration: 0
  • Number of optimization iterations in the first detailed-route pass: 1
  • DRC violations left: 0

Setup path
  • Slowest library cell on the worst path: clkdlybuf4s50_1
  • Worst setup path class: in -> reg
  • Nature of the critical path endpoint: flop
  • Top fanout value on the critical path: 4
  • Critical path cell sequence: clkdlybuf4s50_1 -> mux2_2 -> a221oi_1 -> o41ai_2
  • Critical path data arrival time: 1790 ps
  • Sort of element at the start of the critical path: input pin
  • Critical path required time: 2030 ps
  • Peak per-stage delay on the critical path: 550 ps

Pwr
  • Clock power frac: 0
  • Internal Pwr Total: 52.8 µW
  • Peak ir drop on the vdd network: 0.0487 mV
  • Psw: 11.5 µW
  • Sequential share of power: 0.359
  • Switching part of the total: 0.179
  • Leak pwr: 0.0978 nW
  • Combinational cell fraction of total power: 0.641
  • Power density relative to cell area: 201 nW/µm²
  • Overall power consumption: 64.3 µW

Run
  • Maximum capacitance violations: 0
  • Tool warnings: 33

Placement
  • Final weighted congestion in routability-driven placement: 0.697
  • Count of buffers from port buffering: 14

Global route
  • Final global-route overflow total: 0
  • Pin count of the biggest net entering global routing: 5
  • Total GRT Usage: 0.0204
  • Vias in the first global route: 164
  • Antenna violations before repair: 1
  • First-pass GRT wire length: 986 µm

Floorplanning
  • Die Height: 80 µm
  • Total core area: 3420 µm²
  • Core Util at FP: 0.0352
  • Cell Rows: 21
  • Overall die width: 80 µm
  • Die Outline Area: 6400 µm²
  • Count of boundary I/O pins: 20

Min path
  • Worst min path class: in -> reg
-- critical path, delay by kind of cell --
| family | cells | cell delay, ps |
|---|---|---|
| muxes | 1 | 350 |
| buffers and inverters | 1 | 550 |
| AOI/OAI and AO/OA | 2 | 430 |
-- through the flow --
step,instance area (µm²),util,hold WS (ps),setup slack (ps),cells
after detailed placement,318,0.0930,1130,234,70
after CTS,318,0.0930,1130,234,70
after global routing,318,0.0930,1160,180,70
after floorplan,120,-,617,871,10
final,320,0.0938,1120,236,71
after global placement,318,0.0930,1120,268,70
-- cells in the mapped netlist --
library cell / count / share of area
o31ai_1: 1 / 0.063
mux4_2: 1 / 0.19
and2b_2: 1 / 0.073
edfxtp_1: 1 / 0.25
o41ai_2: 1 / 0.14
inv_1: 1 / 0.031
nor2b_1: 1 / 0.052
nor3_1: 1 / 0.042
a221oi_1: 1 / 0.073
mux2_2: 1 / 0.094
-- power by group through the flow --
stage	Clock, mW	Combinational, mW	Sequential, mW
CTS	0	0.0414	0.0232
global route	0	0.0443	0.0237
finish	0.00000116	0.0412	0.0231
-- metal layers --
layer / wire [µm] / vias up / GRT usage
met2: 108 / 14 / 0.0144
li1: - / 73 / -
met3: 202 / 0 / 0.0261
met5: 0 / - / 0
met1: 346 / 51 / 0.0313
met4: 0 / 0 / 0
-- kinds of logic (layout without fill, tap and decap cells) --
logic type,Yosys count,after routing,share of synthesized area
AND-OR/OR-AND,3,3,0.271
multiplexers,2,2,0.281
flip-flops,1,1,0.250
other,0,1,0
buffers and inverters,1,15,0.0312
AND/OR/NAND/NOR,3,3,0.167
-- worst paths after layout --
path              startpoint  endpoint  cells past startpoint
setup / recovery        S[1]       out                      4
hold / removal          S[3]       out                      2
-- cell type report --
cell class              instances  area [µm²]  area share
diodes                          1        2.50     0.00781
flip-flops and latches          1        30.0      0.0938
multi-input cells               8        86.3       0.270
inverters                       1        3.75      0.0117
well taps                      46        57.6       0.180
repair buffers                 14         140       0.437
-- layout by cell type (no fill, tap or decap) --
cell type        count
and2b_2              1
o41ai_2              1
o31ai_1              1
edfxtp_1             1
mux4_2               1
diode_2              1
nor2b_1              1
clkdlybuf4s50_1     14
a221oi_1             1
nor3_1               1
mux2_2               1
inv_1                1
Power figures rest on the tool's default switching activity, not on a simulated workload.
