[flow/constraint.sdc]
current_design ToneGenerator

set clk_period 8.0
set clk_io_pct 0.2

create_clock -name clk0 -period $clk_period [get_ports {clk}]

set non_clock_inputs [all_inputs -no_clocks]
set_input_delay [expr $clk_period * $clk_io_pct] -clock clk0 $non_clock_inputs
set_output_delay [expr $clk_period * $clk_io_pct] -clock clk0 [all_outputs]
[flow/config.mk]
export PLATFORM = sky130hd
export DESIGN_NAME = ToneGenerator
export DESIGN_NICKNAME = ToneGenerator
export VERILOG_FILES = /design/flow/design.v
export SDC_FILE = /design/flow/constraint.sdc
export NUM_CORES = 4
export LEC_CHECK = 1
export CORE_UTILIZATION = 40
[flow/design.v]
module A(clk, A);
	 input clk;
	 output reg A;
	 reg [17:0] count;
	 initial A = 1'b0;
	 always@ (posedge clk)
	 begin
		count <= count + 1'b1;
		if (count == 113636)
		begin
			A <= !A;
			count <= 0;
		end
	 end
endmodule
module B(clk, B);
	 input clk;
	 output reg B;
	 reg [17:0] count;
	 initial B = 1'b0;
	 always@ (posedge clk)
	 begin
		count <= count + 1'b1;
		if (count == 101239)
		begin
			B <= !B;
			count <= 0;
		end
	 end
endmodule
module B4F(clk, B4F);
	 input clk;
	 output reg B4F;
	 reg [17:0] count;
	 initial B4F = 1'b0;
	 always@ (posedge clk)
	 begin
		count <= count + 1'b1;
		if (count == 107260)
		begin
			B4F <= !B4F;
			count <= 0;
		end
	 end
endmodule
module C(clk, C);
	 input clk;
	 output reg C;
	 reg [17:0] count;
	 initial C = 1'b0;
	 always@ (posedge clk)
	 begin
		count <= count + 1'b1;
		if (count == 191110)
		begin
			C <= !C;
			count <= 0;
		end
	 end
endmodule
module C5(clk, C5);
    input clk;
	 output reg C5;
	 reg [17:0] count;
	 initial C5 = 1'b0;
	 always@ (posedge clk)
	 begin
		count <= count + 1'b1;
		if (count == 95557)
		begin
			C5 <= !C5;
			count <= 0;
		end
	 end
endmodule
module C5S(clk, C5S);
    input clk;
	 output reg C5S;
	 reg [17:0] count;
	 initial C5S = 1'b0;
	 always@ (posedge clk)
	 begin
		count <= count + 1'b1;
		if (count == 90193)
		begin
			C5S <= !C5S;
			count <= 0;
		end
	 end
endmodule
module D(clk, D);
	 input clk;
	 output reg D;
	 reg [17:0] count;
	 initial D = 1'b0;
	 always@ (posedge clk)
	 begin
		count <= count + 1'b1;
		if (count == 170265)
		begin
			D <= !D;
			count <= 0;
		end
	 end
endmodule
module D5(clk, D5);
    input clk;
	 output reg D5;
	 reg [17:0] count;
	 initial D5 = 1'b0;
	 always@ (posedge clk)
	 begin
		count <= count + 1'b1;
		if (count == 85131)
		begin
			D5 <= !D5;
			count <= 0;
		end
	 end
endmodule
module E(clk, E);
	 input clk;
	 output reg E;
	 reg [17:0] count;
	 initial E = 1'b0;
	 always@ (posedge clk)
	 begin
		count <= count + 1'b1;
		if (count == 151685)
		begin
			E <= !E;
			count <= 0;
		end
	 end
endmodule
module F(clk, F);
	 input clk;
	 output reg F;
	 reg [17:0] count;
	 initial F = 1'b0;
	 always@ (posedge clk)
	 begin
		count <= count + 1'b1;
		if (count == 143172)
		begin
			F <= !F;
			count <= 0;
		end
	 end
endmodule
module FSM(S, tone, clk, out);
	input clk;
	input [3:0] S;
	input [12:0] tone;
	output reg out;
   reg [5:0]   state;
   initial state = 6'b1;
   reg [26:0]  count;
   initial count = 27'b0;  
   always @ (posedge clk)
     begin
	if (S[3] == 1'b0)
	  begin
	     case (S)
	       1: out <= tone[1];
	       2: out <= tone[2];
	       3: out <= tone[3];
	       4: out <= tone[4];
	       5: out <= tone[5];
	       6: out <= tone[6];
	       7: out <= tone[7];
	       default: out <= tone[0];
	     endcase  
	  end  
	else
	  begin  
	     case (state)
	       1:  
		 if (count < 27'b101_1111_0101_1110_0001_0000_0000)
		   begin
		      count <= count + {26'b0, 1'b1};
		      out <= tone[0]; 
		   end
		 else
		   begin
		      count <= 27'b0;
		      state = 2;
		   end
	       2:  
		 if (count < 27'b010_1111_1010_1111_0000_1000_0000)
		   begin
		      count <= count + {26'b0, 1'b1};
		      out <= tone[11];
		   end
		 else
		   begin
		      count <= 27'b0;
		      state = 3;
		   end
	       3:  
		 if (count < 27'b010_1111_1010_1111_0000_1000_0000)
		   begin
		      count <= count + {26'b0, 1'b1};
		      out <= tone[10];
		   end
		 else
		   begin
		      count <= 27'b0;
		      state = 4;
		   end
	       4:  
		 if (count < 27'b101_1111_0101_1110_0001_0000_0000)
		   begin
		      count <= count + {26'b0, 1'b1};
		      out <= tone[9];
		   end
		 else
		   begin
		      count <= 27'b0;
		      state = 5;
		   end
	       5:  
		 if (count < 27'b010_1111_1010_1111_0000_1000_0000)
		   begin
		      count <= count + {26'b0, 1'b1};
		      out <= tone[2];
		   end
		 else
		   begin
		      count <= 27'b0;
		      state = 7;
		   end
	       7:  
		 if (count < 27'b010_1111_1010_1111_0000_1000_0000)
		   begin
		      count <= count + {26'b0, 1'b1};
		      out <= tone[8];
		   end
		 else
		   begin
		      count <= 27'b0;
		      state = 8;
		   end
	       8:  
		 if (count < 27'b101_1111_0101_1110_0001_0000_0000)
		   begin
		      count <= count + {26'b0, 1'b1};
		      out <= tone[1];
		   end
		 else
		   begin
		      count <= 27'b0;
		      state = 9;
		   end
	       9:  
		 if (count < 27'b010_1111_1010_1111_0000_1000_0000)
		   begin
		      count <= count + {26'b0, 1'b1};
		      out <= tone[12];
		   end
		 else
		   begin
		      count <= 27'b0;
		      state = 10;
		   end
	       10:  
		 if (count < 27'b010_1111_1010_1111_0000_1000_0000)
		   begin
		      count <= count + {26'b0, 1'b1};
		      out <= tone[7];
		   end
		 else
		   begin
		      count <= 27'b0;
		      state = 11;
		   end
	       11:  
		 if (count < 27'b000_1111_1110_0101_0000_0010_1011)
		   begin
		      count <= count + {26'b0, 1'b1};
		      out <= tone[6];
		   end
		 else
		   begin
		      count <= 27'b0;
		      state = 12;
		   end
	       12:  
		 if (count < 27'b000_1111_1110_0101_0000_0010_1011)
		   begin
		      count <= count + {26'b0, 1'b1};
		      out <= tone[7];
		   end
		 else
		   begin
		      count <= 27'b0;
		      state = 13;
		   end
	       13:  
		 if (count < 27'b000_1111_1110_0101_0000_0010_1011)
		   begin
		      count <= count + {26'b0, 1'b1};
		      out <= tone[6];
		   end
		 else
		   begin
		      count <= 27'b0;
		      state = 14;
		   end
	       14:  
		 if (count < 27'b001_0111_1101_0111_1000_0100_0000)
		   begin
		      count <= count + {26'b0, 1'b1};
		      out <= tone[5];
		   end
		 else
		   begin
		      count <= 27'b0;
		      state = 15;
		   end
	       15:  
		 if (count < 27'b001_0111_1101_0111_1000_0100_0000)
		   begin
		      count <= count + {26'b0, 1'b1};
		      out <= tone[6];
		   end
		 else
		   begin
		      count <= 27'b0;
		      state = 16;
		   end
	       16:  
		 if (count < 27'b010_1111_1010_1111_0000_1000_0000)
		   begin
		      count <= count + {26'b0, 1'b1};
		      out <= tone[7];
		   end
		 else
		   begin
		      count <= 27'b0;
		      state = 17;
		   end
	       17:  
		 if (count < 27'b010_1111_1010_1111_0000_1000_0000)
		   begin
		      count <= count + {26'b0, 1'b1};
		      out <= tone[6];
		   end
		 else
		   begin
		      count <= 27'b0;
		      state = 18;
		   end
	       18:  
		 if (count < 27'b010_1111_1010_1111_0000_1000_0000)
		   begin
		      count <= count + {26'b0, 1'b1};
		      out <= tone[5];
		   end
		 else
		   begin
		      count <= 27'b0;
		      state = 19;
		   end
	       19:  
		 if (count < 27'b010_1111_1010_1111_0000_1000_0000)
		   begin
		      count <= count + {26'b0, 1'b1};
		      out <= tone[0];
		   end
		 else
		   begin
		      count <= 27'b0;
		      state = 20;
		   end
	       20:  
		 if (count < 27'b010_1111_1010_1111_0000_1000_0000)
		   begin
		      count <= count + {26'b0, 1'b1};
		      out <= tone[11];
		   end
		 else
		   begin
		      count <= 27'b0;
		      state = 21;
		   end
	       21:  
		 if (count < 27'b010_1111_1010_1111_0000_1000_0000)
		   begin
		      count <= count + {26'b0, 1'b1};
		      out <= tone[10];
		   end
		 else
		   begin
		      count <= 27'b0;
		      state = 22;
		   end
	       22:  
		 if (count < 27'b101_1111_0101_1110_0001_0000_0000)
		   begin
		      count <= count + {26'b0, 1'b1};
		      out <= tone[9];
		   end
		 else
		   begin
		      count <= 27'b0;
		      state = 23;
		   end
	       23:  
		 if (count < 27'b010_1111_1010_1111_0000_1000_0000)
		   begin
		      count <= count + {26'b0, 1'b1};
		      out <= tone[2];
		   end
		 else
		   begin
		      count <= 27'b0;
		      state = 24;
		   end
	       24:  
		 if (count < 27'b010_1111_1010_1111_0000_1000_0000)
		   begin
		      count <= count + {26'b0, 1'b1};
		      out <= tone[8];
		   end
		 else
		   begin
		      count <= 27'b0;
		      state = 25;
		   end
	       25:  
		 if (count < 27'b010_1111_1010_1111_0000_1000_0000)
		   begin
		      count <= count + {26'b0, 1'b1};
		      out <= tone[1];
		   end
		 else
		   begin
		      count <= 27'b0;
		      state = 26;
		   end
	       26:  
		 if (count < 27'b001_0111_1101_0111_1000_0100_0000)
		   begin
		      count <= count + {26'b0, 1'b1};
		      out <= tone[0];
		   end
		 else
		   begin
		      count <= 27'b0;
		      state = 27;
		   end
	       27:  
		 if (count < 27'b001_0111_1101_0111_1000_0100_0000)
		   begin
		      count <= count + {26'b0, 1'b1};
		      out <= tone[1];
		   end
		 else
		   begin
		      count <= 27'b0;
		      state = 28;
		   end
	       28:  
		 if (count < 27'b010_1111_1010_1111_0000_1000_0000)
		   begin
		      count <= count + {26'b0, 1'b1};
		      out <= tone[7];
		   end
		 else
		   begin
		      count <= 27'b0;
		      state = 29;
		   end
	       29:  
		 if (count < 27'b010_1111_1010_1111_0000_1000_0000)
		   begin
		      count <= count + {26'b0, 1'b1};
		      out <= tone[6];
		   end
		 else
		   begin
		      count <= 27'b0;
		      state = 30;
		   end
	       30:  
		 if (count < 27'b000_1111_1110_0101_0000_0010_1011)
		   begin
		      count <= count + {26'b0, 1'b1};
		      out <= tone[5];
		   end
		 else
		   begin
		      count <= 27'b0;
		      state = 31;
		   end
	       31:  
		 if (count < 27'b000_1111_1110_0101_0000_0010_1011)
		   begin
		      count <= count + {26'b0, 1'b1};
		      out <= tone[6];
		   end
		 else
		   begin
		      count <= 27'b0;
		      state = 32;
		   end
	       32:  
		 if (count < 27'b000_1111_1110_0101_0000_0010_1011)
		   begin
		      count <= count + {26'b0, 1'b1};
		      out <= tone[5];
		   end
		 else
		   begin
		      count <= 27'b0;
		      state = 33;
		   end
	       33:  
		 if (count < 27'b001_0111_1101_0111_1000_0100_0000)
		   begin
		      count <= count + {26'b0, 1'b1};
		      out <= tone[4];
		   end
		 else
		   begin
		      count <= 27'b0;
		      state = 34;
		   end
	       34:  
		 if (count < 27'b001_0111_1101_0111_1000_0100_0000)
		   begin
		      count <= count + {26'b0, 1'b1};
		      out <= tone[5];
		   end
		 else
		   begin
		      count <= 27'b0;
		      state = 35;
		   end
	       35:  
		 if (count < 27'b010_1111_1010_1111_0000_1000_0000)
		   begin
		      count <= count + {26'b0, 1'b1};
		      out <= tone[6];
		   end
		 else
		   begin
		      count <= 27'b0;
		      state = 36;
		   end
	       36:  
		 if (count < 27'b010_1111_1010_1111_0000_1000_0000)
		   begin
		      count <= count + {26'b0, 1'b1};
		      out <= tone[5];
		   end
		 else
		   begin
		      count <= 27'b0;
		      state = 37;
		   end
	       37:  
		 if (count < 27'b101_1111_0101_1110_0001_0000_0000)
		   begin
		      count <= count + {26'b0, 1'b1};
		      out <= tone[4];
		   end
		 else
		   begin
		      count <= 27'b0;
		      state = 1;
		   end
	       default: out <= tone[0];
	     endcase  
	  end  
     end  
endmodule  
module G(clk, G);
    input clk;
	 output reg G;
	 reg [17:0] count;
	 initial G = 1'b0;
	 always@ (posedge clk)
	 begin
		count <= count + 1'b1;
		if (count == 127551)
		begin
			G <= !G;
			count <= 0;
		end
	 end
endmodule
module G4S(clk, G4S);
    input clk;
	 output reg G4S;
	 reg [17:0] count;
	 initial G4S = 1'b0;
	 always@ (posedge clk)
	 begin
		count <= count + 1'b1;
		if (count == 120395)
		begin
			G4S <= !G4S;
			count <= 0;
		end
	 end
endmodule
module NoTone(clk, NoTone);
	input clk;
	output reg NoTone;
	 always@ (posedge clk)
		begin
			NoTone <= 1'b0;
		end
endmodule
module ToneGenerator (S, clk, out);
   input [3:0] S;
   input       clk;
   output 	  out;
   wire [12:0] tone;
   NoTone U0(.clk(clk),.NoTone(tone[0]));
   A	U1(.clk(clk),.A(tone[1]));
   B 	U2(.clk(clk),.B(tone[2]));
   C 	U3(.clk(clk),.C(tone[3]));
   D 	U4(.clk(clk),.D(tone[4]));
   E 	U5(.clk(clk),.E(tone[5]));
   F 	U6(.clk(clk),.F(tone[6]));
   G 	U7(.clk(clk),.G(tone[7]));
   B4F 	U8(.clk(clk),.B4F(tone[8]));
   C5		U9(.clk(clk),.C5(tone[9]));
   C5S	U10(.clk(clk),.C5S(tone[10]));
   D5 	U11(.clk(clk),.D5(tone[11]));
   G4S 	U12(.clk(clk),.G4S(tone[12]));
	FSM U14 (.S(S),.clk(clk),.tone(tone),.out(out));
endmodule  
[flow/run.sh]
#!/bin/bash
# OpenROAD 26Q1-2900-gdf79404cd8, Yosys 0.63+post, stock flow scripts
make -C /OpenROAD-flow-scripts/flow DESIGN_CONFIG=/design/flow/config.mk WORK_HOME=/design/flow/orfs finish
==> flow_summary_export.csv <==
group,metric,value,unit
run_status,status,"complete, no violations",
sta,tns,0,ps
floorplanning,fp.dieH,175,microns
route,ant_nets,0,
sta,hold_violations,0,
finish,syn2layout_area_growth,13.5,%
synthesis,yosysUniqueCellTypes,69,
setup_path,path_delay_family,"simple AND/OR/NAND/NOR gates",
floorplanning,die_area,30700,sq um
finish,fillers,2738,
setup_path,arrival,3470,ps
setup_path,path_cells,"nand2b_4 > o21ai_0 > a32o_1 > o211a_1 > nor4b_4 > buf_4 > nor4_1",
clock_tree,cts.repair.resized,0,
synthesis,yosys_cells,1298,
floorplanning,num_rows,63,
sta,timing.final.ws_setup,4820,ps
synthesis,edf_count,46,
setup_path,path_buffers,1,
route,wl_per_cell,11.9,microns
synthesis,ys.flop_type,"dfxtp_1",
min_path,hold_class,"register to register",
sta,fin_crit,3180,ps
floorplanning,coreArea,29600,sq um
synthesis,synthCells,1298,
finish,seqCellArea,5710,sq um
synthesis,yosysWarnings,14,
clock_tree,cts_buffers,29,
clock_tree,clockBufferDepth,3,
synthesis,netlist.area_leader.share,0.360,
flow_run,tool_warnings,33,
synthesis,synthesis.area,12000,sq um
sta,fmax,314,MHz
setup_path,worstPathRequired,8290,ps
sta,rsz0062_at_grt,"false",
floorplanning,fp.dieW,175,microns
route,vias_per_cell,4.95,
grt,grt_pass1_vias,7874,
route,drt-pass1-iter-count,5,
finish,comb_area,6020,sq um
synthesis,async_flop_share,0,
synthesis,avgSynthCellArea,9.25,sq um
power_and_ir_drop,pwr_density_cell,285,nW/um^2
setup_path,reg2reg_setup_slack,4820,ps
clock_tree,cts_hold_buf,0,
setup_path,crit_type,"register to register",
flow_run,cap_viol_max_count,0,
synthesis,synth_flops,262,
sta,report.final.slew_viol_count,0,
clock_tree,cts_setup_buffers,0,
clock_tree,cts.sinks,262,
setup_path,rr_worst_depth,7,
placed_design,post-place-ws,4670,ps
route,diodes,0,
floorplanning,io_pins,6,
synthesis,yosys-top-cells-count,"216 x dfxtp_1, 182 x nor2_1, 112 x nand2_1",
route,initialDrtViolationCount,496,
setup_path,r2r_end,"U14.count[3]",
sta,tightest_slew,811,ps
finish,drive_gt1_frac,0.0652,
synthesis,yosysMostFrequentCell,"dfxtp_1",
clock_tree,cts-root-buf,"clkbuf_16",
placed_design,dp_hpwl,13500,microns
sta,slew_headroom,0.455,
sta,clock_skew,13.3,ps
sta,whs,454,ps
grt,grt_first_pass_wirelength,36200,microns
grt,gr-usage-all-layers,0.143,
synthesis,yosysSeqAreaShare,0.475,
clock_tree,htree_num_levels,1,
route,vias,8545,
setup_path,cp_max_fo,27,
setup_path,critPathMaxStageDelay,840,ps
sta,finalSetupViolations,0,
grt,grt_max_degree,31,
clock_tree,cts_tree,"built",
route,drcViolationCount,0,
min_path,hold_start,"U8.count[17]",
setup_path,start_kind,"register",
synthesis,yosysChipArea,12000,sq um
grt,grt-ovfl-total,0,
min_path,worstHoldEndpoint,"U8.count[17]",
route,totalWireLength,20600,microns
setup_path,reg2reg_from,"U14.state[2]",
sta,finalCritPeriodShare,0.398,
power_and_ir_drop,leakage,5.06,nW
setup_path,crit_path_end_kind,"register",
placed_design,gp_congestion,0.857,
setup_path,critPathSlowestCell,"edfxtp_1",
clock_tree,clock_latency,540,ps
clock_tree,clkTransAtPathRegs,60,ps
grt,antenna_found_initial,0,
synthesis,top_area_cell,"dfxtp_1",
floorplanning,initial_core_util,0.406,
synthesis,top_cells_by_area,"dfxtp_1 36%, edfxtp_1 11%, xor2_1 8.0%",
power_and_ir_drop,ir_worst_vdd,0.000159,V
placed_design,port_buffers,5,
min_path,min_delay_path_depth,1,
## kinds of logic after synthesis
| family | Yosys count | share of synthesized area |
|---|---|---|
| multiplexers | 7 | 0.00687 |
| flip-flops | 262 | 0.475 |
| XOR/XNOR | 209 | 0.152 |
| buffers and inverters | 76 | 0.0269 |
| adder cells (fa/ha/maj) | 21 | 0.0219 |
| AND-OR/OR-AND | 84 | 0.0457 |
| AND/OR/NAND/NOR | 639 | 0.271 |
## cells in the final DEF, fill, tap and decap left out, types with 4 or more instances in the layout
cell             count
clkbuf_16           32
nor2_1             181
nor4b_1             14
o21ai_0             28
buf_4               15
or3_1               12
nand4_1             37
nand3b_1             4
clkbuf_8             4
a31oi_1              5
and2_1               7
o31ai_1              4
ha_1                21
clkdlybuf4s50_1      5
nor3b_1              4
nor4_1              13
or4_1                7
a21oi_1             16
nor4_2               7
inv_1               39
xnor2_1             99
nor2b_1             14
nor3_1              48
nand2_1            112
nand2b_1             8
xor2_1             110
mux2i_1              6
and3_1              31
edfxtp_1            46
nand3_1            106
dfxtp_1            216
bufinv_16            6
and4_1              12
clkinv_2             5
## worst max-delay path by stage
stage | start | cells past startpoint | endpoint | slack (ps)
6_report | U14.state[2] | 7 | U14.count[3] | 4820
5_1_grt | U14.state[2] | 7 | U14.count[26] | 4640
4_1_cts | U14.state[2] | 7 | U14.count[26] | 4850
## layout make-up
cell class	instances	area share
Inverter	39	0.0107
Timing Repair Buffer	20	0.0119
Clock inverter	15	0.0173
Sequential cell	262	0.419
Tap cell	390	0.0358
Multi-Input combinational cell	960	0.442
Clock buffer	39	0.0636
## routing by layer
layer	track usage	vias to the layer above	wire [microns]
met5	0	-	0
met4	0.0264	0	413
met3	0.0223	34	761
met2	0.212	100	8650
met1	0.230	3863	10800
li1	-	4548	-
## power breakdown
part / total (mW) / internal (mW) / switching, mW
Clock: 1.49 / 0.953 / 0.534
Sequential: 1.69 / 1.51 / 0.181
Combinational: 0.701 / 0.285 / 0.415
## registers in the layout, summed over array words and instances (netlist names), 6 cells and up
| signal | count |
|---|---|
| U6.count | 18 |
| U4.count | 18 |
| U7.count | 18 |
| U14.state | 6 |
| U11.count | 18 |
| U1.count | 18 |
| U9.count | 18 |
| U8.count | 18 |
| U2.count | 18 |
| U14.count | 27 |
| U12.count | 18 |
| U3.count | 18 |
| U5.count | 18 |
| U10.count | 18 |
## stage by stage
stage | total power [mW] | cells | area, sq um | utilization
global placement | 2.41 | 1671 | 12500 | 0.424
CTS | 3.92 | 1725 | 13600 | 0.461
detailed placement | 2.42 | 1671 | 12500 | 0.424
floorplan | 2.27 | 1298 | 12000 | -
global route | 4.07 | 1725 | 13600 | 0.461
finish | 3.88 | 1725 | 13600 | 0.461
Power figures rest on the tool's default switching activity, not on a simulated workload.
